==> design.v <==
module ID_EX_Latch(clk, rst, en,
                   A_in, B_in,
                   PC_In, 
                   S_extend5_in, 
                   Z_extend5_in, 
                   S_extend8_in, 
                   Z_extend8_in, 
                   Branching_in,
                   S_extend11_in,
                   instruction_in, 
                   RegWrite_in,
                   DMemWrite_in,
                   MemToReg_in, 
                   DMemDump_in,
                   DMemEn_in,
                   invA_in, invB_in,
                   Cin_in, 
                   SESel_in, SESel_out,
                   RegDst_in, RegDst_out,
                   ALUSrc2_in,
                   BranchingOrJumping_in,
                   ReadingRs_in,
                   ReadingRt_in,
                   stall);
      input [15:0] PC_In, A_in, B_in, S_extend5_in, Z_extend5_in, S_extend8_in, Z_extend8_in, S_extend11_in, instruction_in; 
      input [2:0] SESel_in;
      output [2:0] SESel_out;  
      input [1:0] RegDst_in;
      output [1:0] RegDst_out;
      input clk, rst, en, RegWrite_in, DMemWrite_in, DMemEn_in, MemToReg_in,  
            Branching_in, DMemDump_in, invA_in, invB_in, Cin_in, ALUSrc2_in, stall, 
            BranchingOrJumping_in, ReadingRs_in, ReadingRt_in; 
      wire [15:0] PC_Out, A_out, B_out, S_extend5_out, Z_extend5_out, S_extend8_out, Z_extend8_out, S_extend11_out, 
                  stall_or_instruction_out, stall_or_instruction_in; 
      wire RegWrite_out, DMemWrite_out, DMemEn_out, MemToReg_out,  
            Branching_out, DMemDump_out, invA_out, invB_out, Cin_out, ALUSrc2_out,
            RegWrite_or_stall, DMemWrite_or_stall, DMemEn_or_stall,
             MemToReg_or_stall, DMemDump_or_stall, BranchingOrJumping_out,
             ReadingRt_out,ReadingRs_out;
      assign stall_or_instruction_in = stall ? 16'b0000100000000000 : instruction_in;
      assign RegWrite_or_stall = stall ? 0 : RegWrite_in;
      assign DMemWrite_or_stall = stall ? 0 : DMemWrite_in;
      assign DMemEn_or_stall =   stall ? 0 : DMemEn_in;
      assign MemToReg_or_stall = stall ? 0 : MemToReg_in;
      assign DMemDump_or_stall = stall ? 0 : DMemDump_in;
      register_16bits rf_IDEX_PC_Out(.readData(PC_Out), .clk(clk), .rst(rst), .writeData(PC_In), .writeEnable(en));
      register_16bits rf_IDEX_Aout(.readData(A_out), .clk(clk), .rst(rst), .writeData(A_in), .writeEnable(en));
      register_16bits rf_IDEX_Bout(.readData(B_out), .clk(clk), .rst(rst), .writeData(B_in), .writeEnable(en));
      register_16bits rf_IDEX_S_extend5_out(.readData(S_extend5_out), .clk(clk), .rst(rst), .writeData(S_extend5_in), .writeEnable(en));
      register_16bits rf_IDEX_Z_extend5_out(.readData(Z_extend5_out), .clk(clk), .rst(rst), .writeData(Z_extend5_in), .writeEnable(en));
      register_16bits rf_IDEX_S_extend8_out(.readData(S_extend8_out), .clk(clk), .rst(rst), .writeData(S_extend8_in), .writeEnable(en));
      register_16bits rf_IDEX_Z_extend8_out(.readData(Z_extend8_out), .clk(clk), .rst(rst), .writeData(Z_extend8_in), .writeEnable(en));
      register_16bits rf_IDEX_S_extend11_out(.readData(S_extend11_out), .clk(clk), .rst(rst), .writeData(S_extend11_in), .writeEnable(en));
      register_16bits rf_IDEX_instruction_out(.readData(stall_or_instruction_out), .clk(clk), .rst(rst), .writeData(stall_or_instruction_in), .writeEnable(en));
      dff dff_IDEX_RegWrite_out(.d(RegWrite_or_stall), .q(RegWrite_out), .clk(clk), .rst(rst));
      dff dff_IDEX_DMemWrite_out(.d(DMemWrite_or_stall), .q(DMemWrite_out), .clk(clk), .rst(rst));
      dff dff_IDEX_DMemEn_in_out(.d(DMemEn_or_stall), .q(DMemEn_out), .clk(clk), .rst(rst));
      dff dff_IDEX_MemToReg_out(.d(MemToReg_or_stall), .q(MemToReg_out), .clk(clk), .rst(rst));
      dff dff_IDEX_DMemDump_out(.d(DMemDump_or_stall), .q(DMemDump_out), .clk(clk), .rst(rst));
      dff dff_IDEX_invA_out(.d(invA_in), .q(invA_out), .clk(clk), .rst(rst));
      dff dff_IDEX_invB_out(.d(invB_in), .q(invB_out), .clk(clk), .rst(rst));
      dff dff_IDEX_Cin_out(.d(Cin_in), .q(Cin_out), .clk(clk), .rst(rst));
      dff dff_IDEX_ALUSrc2_out(.d(ALUSrc2_in), .q(ALUSrc2_out), .clk(clk), .rst(rst));
      dff dff_IDEX_Branching_out(.d(Branching_in), .q(Branching_out), .clk(clk), .rst(rst));
      dff dff_IDEX_ReadingRs_out(.d(ReadingRs_in), .q(ReadingRs_out), .clk(clk), .rst(rst));
      dff dff_IDEX_ReadingRt_out(.d(ReadingRt_in), .q(ReadingRt_out), .clk(clk), .rst(rst));
      dff dff_IDEX_SESel_out0(.d(SESel_in[0]), .q(SESel_out[0]), .clk(clk), .rst(rst));
      dff dff_IDEX_SESel_out1(.d(SESel_in[1]), .q(SESel_out[1]), .clk(clk), .rst(rst));
      dff dff_IDEX_SESel_out2(.d(SESel_in[2]), .q(SESel_out[2]), .clk(clk), .rst(rst));
      dff dff_IDEX_RegDst_out0(.d(RegDst_in[0]), .q(RegDst_out[0]), .clk(clk), .rst(rst));
      dff dff_IDEX_RegDst_out1(.d(RegDst_in[1]), .q(RegDst_out[1]), .clk(clk), .rst(rst));
      dff dff_IDEX_BorJ_out(.d(BranchingOrJumping_in), .q(BranchingOrJumping_out), .clk(clk), .rst(rst)); 
endmodule
module dff (
            q,
            d, clk, rst
            );
    output         q;
    input          d;
    input          clk;
    input          rst;
    reg            state;
    assign #(1) q = state;
    always @(posedge clk) begin
      state = rst? 0 : d;
    end
endmodule
module register_16bits (readData, clk, rst, writeData, writeEnable); 
	output  [15:0]	readData;
	input 			clk, rst, writeEnable;
	input	[15:0] 	writeData;
	wire[15:0] in; 
	assign in = writeEnable ? writeData : readData; 
	dff  dff_16_bits[15:0] (.q(readData), .d(in), .clk(clk), .rst(rst)); 
endmodule
==> run.sh <==
#!/bin/bash
# OpenROAD 26Q1-2900-gdf79404cd8, Yosys 0.63+post, stock flow scripts
make -C /OpenROAD-flow-scripts/flow DESIGN_CONFIG=/design/flow/config.mk WORK_HOME=/design/flow/orfs finish
==> config.mk <==
export PLATFORM = sky130hd
export DESIGN_NAME = ID_EX_Latch
export DESIGN_NICKNAME = ID_EX_Latch
export VERILOG_FILES = /design/flow/design.v
export SDC_FILE = /design/flow/constraint.sdc
export NUM_CORES = 4
export LEC_CHECK = 1
export CORE_AREA = 10 10 75 75
export DIE_AREA = 0 0 85 85
==> constraint.sdc <==
current_design ID_EX_Latch

set clk_period 1.0
set clk_io_pct 0.2

create_clock -name clk0 -period $clk_period [get_ports {clk}]

set non_clock_inputs [all_inputs -no_clocks]
set_input_delay [expr $clk_period * $clk_io_pct] -clock clk0 $non_clock_inputs
set_output_delay [expr $clk_period * $clk_io_pct] -clock clk0 [all_outputs]
==> flow_metrics.tcl <==
# implementation run metrics
set metrics [dict create \
    dr.pass1.iters 1 \
    topCombFamilyByArea "buffers and inverters" \
    period_minus_slack_ns 0.9653 \
    holdPathEnd "dff_IDEX_SESel_out1.state" \
    comb_area_um2 31.28 \
    adder_share 0 \
    final_cell_area_um2 342.8 \
    syn_area_um2 168.9 \
    overflow 0 \
    yosysChipArea_um2 168.9 \
    initial_core_util 0.04163 \
    die_w_um 85 \
    setup_slack_ns 0.03469 \
    max-cap-violations 0 \
    crit_fanout 1 \
    leakagePower_uw 0.0001326 \
    track_usage 0.01353 \
    synthSimpleGateAreaFrac 0.1852 \
    crit_path_end_kind "output port" \
    wl_per_cell_um 7.027 \
    syn_inst 15 \
    finalCritPeriodShare 0.9653 \
    place_area_um2 304.0 \
    xor_share 0 \
    drt_iter0_drc 0 \
    crit_path_max_incr_delay_ns 0.29 \
    num_antenna_cells 0 \
    ant_nets 0 \
    wl_um 527 \
    ys_seq_frac 0.5926 \
    cts_buffers 3 \
    worstSetupPathType "flop to output port" \
    relSlewSlack 0.8911 \
    clock_path_buffers 2 \
    arrival_ns 0.77 \
    grt_max_degree 6 \
    ir_worst_vdd_v 0.0006601 \
    h-tree-depth 1 \
    min_from "SESel_in[1]" \
    final_cell_mix "6 x clkdlybuf4s50_1, 5 x nor2b_1, 5 x dfxtp_1, 5 x dlygate4sd2_1, 3 x clkbuf_8" \
    clk_pin_slew_worst_paths_ns 0.03 \
    dieArea_um2 7225 \
    drc 0 \
    antenna_found_initial 0 \
    grt_pass1_wl_um 724 \
    critPathBufInv 1 \
    cts_root_buffer "clkbuf_8" \
    worstSetupStartpointType "flop" \
    post-place-ws_ns -0.005258 \
    ys_types 3 \
    fp-row-count 23 \
    crit_required_ns 0.80 \
    io-pin-count 171 \
    aoi_share 0 \
    gp_congestion 0.5896 \
    hold_viol 0 \
    whs_path_depth 2 \
    fmax_mhz 1036 \
    crit_slowest_cell "dfxtp_1" \
    syn-mean-instance-area_um2 11.26 \
    cts_num_sinks 5 \
    setup_viol 0 \
    yosys-stat-cells 15 \
    num_vias 123 \
    tool_warnings 184 \
    fillers 464 \
    mux_share 0 \
    hold_path.class "input port to flop" \
    portBuffers 11 \
    crit_family "flip-flops" \
    finalMaxSlewViolations 0 \
    regArea_um2 100.1 \
    drive_gt1_frac 0.1200 \
    coreArea_um2 4058 \
    cts_setup_buffers 0 \
    startpoint "dff_IDEX_RegDst_out0.state" \
    dieHeight_um 85 \
    ys_ff 5 \
    p_per_area_nw_per_um2 1831 \
    status "finished, final reports clean" \
    yosys_warnings 1 \
    vias_per_cell 1.640 \
    cp_cell_sequence "dlygate4sd2_1" \
    layout_top_cell "clkdlybuf4s50_1" \
    tightest_slew_ns 0.1628 \
    area_growth_pct 103.0 \
    grt_pass1_vias 149 \
    rsz0062_at_grt "false" \
    cts_tree "built" \
]
==> logic make-up after synthesis <==
logic type | count (synthesis)
flip-flops | 5
buffers and inverters | 5
AND/OR/NAND/NOR | 5
==> per-layer routing <==
layer	global-route usage	up-vias	routed length [um]
met1	0.02019	48	300
li1	-	59	-
met3	0.01638	2	117
met4	0.005988	0	7
met5	0	-	0
met2	0.008174	14	101
==> registers in the layout, summed over array words and instances (netlist names) <==
register	count
dff_IDEX_RegDst_out0.state	1
dff_IDEX_RegDst_out1.state	1
dff_IDEX_SESel_out0.state	1
dff_IDEX_SESel_out1.state	1
dff_IDEX_SESel_out2.state	1
==> metrics by stage <==
step / hold slack, ns / instances / utilization / setup TNS, ns / total power [uW]
final: 0.5361 / 75 / 0.08449 / 0 / 627.8
after global routing: 0.5467 / 75 / 0.08449 / 0 / 646.9
after CTS: 0.5334 / 75 / 0.08449 / 0 / 643.1
after detailed placement: 0.7639 / 71 / 0.07493 / -0.005258 / 272.8
after global placement: 0.7650 / 71 / 0.07493 / 0 / 271.5
after floorplan: 0.2716 / 15 / - / 0 / 234.6
==> cells in the mapped netlist <==
master	n	area (um2)
nor2b_1	5	31.28
buf_4	5	37.54
dfxtp_1	5	100.1
==> power breakdown <==
part           internal, uW  switching, uW
clock                   273           93.9
combinational          34.8           12.2
sequential              211           2.27
==> cell type report <==
| type | instances | share of cell area |
|---|---|---|
| tap | 50 | 0.1825 |
| sequential | 5 | 0.2920 |
| timing repair buffer | 11 | 0.3029 |
| multi-input combinational | 5 | 0.09124 |
| clock buffer | 4 | 0.1314 |
==> timing repair <==
item	4_1_cts	5_1_grt
gates resized	5	0
hold buffers	0	0
setup endpoints to repair	5	0
==> worst max path at each step <==
stage | to | slack, ns | cells after the start
CTS | RegDst_out[0] | 0.02 | 1
finish | RegDst_out[0] | 0.03 | 1
global route | SESel_out[2] | 0.005 | 1
Power figures rest on the tool's default switching activity, not on a simulated workload.
