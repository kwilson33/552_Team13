`flow/run.sh`:
```
#!/bin/bash
# OpenROAD 26Q1-2900-gdf79404cd8, Yosys 0.63+post, stock flow scripts
make -C /OpenROAD-flow-scripts/flow DESIGN_CONFIG=/design/flow/config.mk WORK_HOME=/design/flow/orfs finish
```
`flow/config.mk`:
```
export PLATFORM = sky130hd
export DESIGN_NAME = rca_16b
export DESIGN_NICKNAME = rca_16b
export VERILOG_FILES = /design/flow/design.v
export SDC_FILE = /design/flow/constraint.sdc
export NUM_CORES = 4
export LEC_CHECK = 1
export CORE_AREA = 10 10 83 83
export DIE_AREA = 0 0 93 93
```
`flow/constraint.sdc`:
```
current_design rca_16b

set clk_period 7.4
set clk_io_pct 0.2

create_clock -name clk0 -period $clk_period

set non_clock_inputs [all_inputs -no_clocks]
set_input_delay [expr $clk_period * $clk_io_pct] -clock clk0 $non_clock_inputs
set_output_delay [expr $clk_period * $clk_io_pct] -clock clk0 [all_outputs]
```
`flow/design.v`:
```
module nand2 (in1,in2,out);
    input in1,in2;
    output out;
    assign out = ~(in1 & in2);
endmodule
module nand3 (in1,in2,in3,out);
    input in1,in2,in3;
    output out;
    assign out = ~(in1 & in2 & in3);
endmodule
module fullAdder_1b(A, B, C_in, S, C_out);
    input  A, B;
    input  C_in;
    output S;
    output C_out;
	wire A_nand_B, A_nand_Cin, B_nand_Cin;
	xor3 A_B_Cin_Xor(A,B,C_in, S);
	nand2 A_B_nand		(A,B,A_nand_B),
			A_Cin_nand	(A,C_in,A_nand_Cin),
			B_Cin_nand  (B,C_in,B_nand_Cin);
	nand3 final_nand(A_nand_B, A_nand_Cin, B_nand_Cin, C_out);
endmodule
module rca_16b(A, B, C_in, S, C_out);
    parameter   N = 16;
    input [N-1: 0] A, B;
    input          C_in;
    output [N-1:0] S;
    output         C_out;
	 wire C_in1, C_in2, C_in3;
	 rca_4b rcaBit3_0   (A[3:0], B[3:0], C_in, S[3:0], C_in1),
	 		  rcaBit7_4   (A[7:4], B[7:4], C_in1, S[7:4], C_in2),
	 		  rcaBit11_8  (A[11:8], B[11:8], C_in2, S[11:8], C_in3),
	 		  rcaBit15_12 (A[15:12], B[15:12], C_in3, S[15:12], C_out);
endmodule
module rca_4b(A, B, C_in, S, C_out);
    parameter   N = 4;
    input [N-1: 0] A, B;
    input          C_in;
    output [N-1:0] S;
    output         C_out;
	wire C_in1, C_in2, C_in3;
	fullAdder_1b rcaBit0 (A[0], B[0], C_in, S[0], C_in1),
  					 rcaBit1 (A[1], B[1], C_in1, S[1], C_in2),
					 rcaBit2 (A[2], B[2], C_in2, S[2], C_in3),
   				 rcaBit3 (A[3], B[3], C_in3, S[3], C_out);
endmodule
module xor3 (in1,in2,in3,out);
   input in1,in2,in3;
   output out;
   assign out = in1 ^ in2 ^ in3;
endmodule
```
==> reports/results.txt <==
Status -> complete, but fails checks
Failing checks -> negative setup slack
PD cells -> 71.23 nW/um^2
Max-slew violation count -> 0
Pin count of the biggest net entering global routing -> 2
Wire per inst -> 9.849 um
Yosys synthesis chip area -> 478.0 um^2
Critical path type -> input port to output pin
1st-pass router iterations -> 1
Post-place setup slack -> -2.309 ns
Setup violators final -> 6
FP Util -> 9.299%
Top Layout Cells -> clkdlybuf4s50_1 (38), fa_2 (16), buf_2 (7)
Hold_ws -> 3.723 ns
Cell leakage power -> 0.3598 nW
Final period util -> 119.7%
Row count -> 26
Initial antenna violation count -> 0
Final WL -> 1438 um
Min cycle time layout -> 8.857 ns
Grt total ovfl -> 0
Cell Area, Synth -> 478.0 um^2
Core Util, Final -> 18.99%
Fill count -> 580
Worst setup path endpoint -> S[15]
Die area -> 8649 um^2
Synthesized area per cell -> 11.38 um^2
Synth cell types -> 3
Clock buf count -> 0
Core area -> 5140 um^2
First-pass GRT wire length -> 2221 um
CP Launch Type -> input port
Yosys stat cell total -> 42
Critical Path RT -> 5.92 ns
Most frequent logic cell in the layout -> clkdlybuf4s50_1
Share of layout cells above drive strength 1 -> 42.11%
Port Buffers -> 50
Via/cell ratio -> 2.644
Post-route ant nets -> 0
Die Span Y -> 93 um
Peak Freq -> 0.1129 GHz
Setup TNS -> -5.006 ns
Crit path from -> A[0]
Slew @ Worst Pin -> 0.1077 ns
Total track usage -> 3.169%
Cts-stage hold buffer count -> 0
Area delta synth->final -> 104.2%
Seq share, synth -> 0%
1st-iter DRT viols -> 0
Via Count -> 386
Worst EP arrival -> 7.38 ns
Die Wd -> 93 um
Cell count after synthesis -> 42
Worst Setup End Kind -> output pin
Min-delay worst type -> input port to output pin
Hold Crit Start -> C_in
Endpoints failing hold -> 0
Num sequential -> 0
Critical path peak fanout -> 1
Worst Setup Slack, final -> -1.457 ns
Register area -> 0 um^2
Final GP Congestion -> 0.7793
Log Warnings -> 35
# IOs -> 50
Slew headroom -> 92.80%
Vias in the first global route -> 469
Drt drc -> 0
DP HPWL -> 1447 um
Max-Cap Viols -> 0
# diodes -> 0
Max rail drop VDD -> 21.10 uV
Syn. warnings -> 0
RSZ-0062 raised after global routing -> yes
==> synthesized netlist by cell type (all sizes together) <==
library cell,number,area [um^2]
buf,16,120.1
fa,16,320.3
inv,10,37.54
==> critical path, stage by stage <==
cell and delay (ns):
buf_8 0.11, inv_12 0.04, fa_2 0.17, inv_2 0.04, fa_2 0.34, fa_2 0.41
fa_2 0.35, fa_2 0.35, fa_2 0.34, fa_2 0.35, fa_2 0.35, fa_2 0.35
fa_2 0.35, fa_2 0.35, fa_2 0.35, fa_2 0.35, fa_2 0.35, fa_2 0.34
inv_2 0.06, fa_2 0.42, inv_2 0.06, buf_2 0.08
==> repair_timing <==
action	in CTS	in global routing
pin swaps	16	16
gates resized	43	2
buffers inserted	0	0
endpoints found under the setup margin	8	8
gates cloned	0	0
==> layout make-up <==
class	instances	area, um^2	area share [%]
timing repair buffer	50	470.5	48.21
inverter	10	57.56	5.897
tap	70	87.58	8.974
multi-input combinational	16	360.3	36.92
==> worst min-delay path by stage <==
stage       end  slack (ns)  cells after the start
4_1_cts   S[14]        3.72                      3
5_1_grt   S[14]        3.75                      3
6_report   S[0]        3.72                      5
==> power by group <==
group,internal [W],leakage (nW),switching [W]
Sequential,0,0,0
Combinational,0.0000488,0.360,0.0000207
Clock,0,0,0
==> per-layer routing <==
layer,vias up,track usage (%),wire length (um)
met2,52,3.563,367
met3,0,4.281,479
li1,168,-,-
met4,0,0,0
met1,166,3.641,592
met5,-,0,0
==> through the flow <==
stage / cells / area [um^2] / total power (W)
6_report: 146 / 975.9 / 0.00006951
5_1_grt: 146 / 975.9 / 0.00007986
4_1_cts: 146 / 973.4 / 0.00007287
3_5_place_dp: 146 / 1001 / 0.00007859
3_3_place_gp: 146 / 1001 / 0.00007817
2_1_floorplan: 42 / 536.8 / 0.00003946
==> cell families after synthesis <==
group	Yosys count	share of synthesized area, %
buffers and inverters	26	32.99
adder cells (fa/ha/maj)	16	67.02
Power figures rest on the tool's default switching activity, not on a simulated workload.
