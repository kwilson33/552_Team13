## ./config.mk

```make
export PLATFORM = sky130hd
export DESIGN_NAME = Hazard_Detector
export DESIGN_NICKNAME = Hazard_Detector
export VERILOG_FILES = /design/flow/design.v
export SDC_FILE = /design/flow/constraint.sdc
export NUM_CORES = 4
export LEC_CHECK = 1
export CORE_AREA = 10 10 70 70
export DIE_AREA = 0 0 80 80
```

## ./constraint.sdc

```tcl
current_design Hazard_Detector

set clk_period 1.1
set clk_io_pct 0.2

create_clock -name clk0 -period $clk_period

set non_clock_inputs [all_inputs -no_clocks]
set_input_delay [expr $clk_period * $clk_io_pct] -clock clk0 $non_clock_inputs
set_output_delay [expr $clk_period * $clk_io_pct] -clock clk0 [all_outputs]
```

## ./design.v

```verilog
module Hazard_Detector (  ID_EX_RegWrite_in, 
						EXMEM_RegWrite_in, 
						EXMEM_DMemEn_in, 
						EXMEM_DMemWrite_in, 
						IF_ID_Rs_in, 
						IF_ID_Rt_in, 
						ID_EX_WriteRegister_in, 
						EX_Mem_WriteRegister_in,
						stall, 
						PC_Write_Enable_out, 
						IF_ID_WriteEnable_out,
						ReadingRs_in,
						ReadingRt_in);
	input ID_EX_RegWrite_in, EXMEM_RegWrite_in, EXMEM_DMemEn_in, 
		  EXMEM_DMemWrite_in, 
		 	ReadingRs_in, ReadingRt_in;
	input [2:0] IF_ID_Rs_in, IF_ID_Rt_in, EX_Mem_WriteRegister_in, 
				ID_EX_WriteRegister_in; 
	output stall, PC_Write_Enable_out, IF_ID_WriteEnable_out; 
	wire 	ID_EX_raw_Rs, ID_EX_raw_Rt,
			EX_MEM_raw_Rs, EX_MEM_raw_Rt,
			ID_EX_stall, EX_MEM_stall;
	assign ID_EX_raw_Rs = (ID_EX_WriteRegister_in == IF_ID_Rs_in) & ReadingRs_in;  
	assign ID_EX_raw_Rt = (ID_EX_WriteRegister_in == IF_ID_Rt_in) & ReadingRt_in;  
	assign EX_MEM_raw_Rs = (EX_Mem_WriteRegister_in == IF_ID_Rs_in) & ReadingRs_in; 
	assign EX_MEM_raw_Rt = (EX_Mem_WriteRegister_in == IF_ID_Rt_in) & ReadingRt_in;  
	assign ID_EX_stall = ID_EX_RegWrite_in & (ID_EX_raw_Rs | ID_EX_raw_Rt);
	assign EX_MEM_stall = EXMEM_RegWrite_in & (EX_MEM_raw_Rs | EX_MEM_raw_Rt);
	assign stall = (ID_EX_stall | EX_MEM_stall);  
	assign PC_Write_Enable_out = ~stall;
	assign IF_ID_WriteEnable_out = ~stall;
endmodule
```

## ./run.sh

```bash
#!/bin/bash
# OpenROAD 26Q1-2900-gdf79404cd8, Yosys 0.63+post, stock flow scripts
make -C /OpenROAD-flow-scripts/flow DESIGN_CONFIG=/design/flow/config.mk WORK_HOME=/design/flow/orfs finish
```

==> deck_impl_summary.md <==
Synthesis and Place & Route Summary

Outcome
  • Status: finished with violations
  • Failing checks: setup timing

STA
  • Hold Vio Cnt, Final: 0
  • Finish-stage setup viols: 3
  • Post-route setup TNS: -321.7 ps
  • Final worst slack: -132.9 ps
  • Worst-margin pin slew: 143.8 ps
  • Slew Limit Fails: 0
  • Hold Slack: 848.5 ps
  • Achievable Freq: 811.1 MHz
  • Min Tclk post-route: 1233 ps
  • RSZ-0062 raised after global routing: yes
  • Slew margin rel.: 0.9041
  • Fin crit share: 1.121

Floorplanning
  • Core area: 0.003416 mm2
  • # rows: 21
  • Init Core Util: 0.04725
  • Die X: 80 um
  • DIE AREA: 0.006400 mm2
  • # IOs: 21
  • Die height: 80 um

Run
  • Tool warning count: 36
  • Max-cap viol count: 0

Final layout
  • Top cells excl fill/tap: xnor2_2 (10), buf_8 (7), buf_6 (5), nand4_1 (4), buf_2 (3)
  • Flip-flops: 0
  • Post-route cell area: 520.5 um2
  • Clock buf count: 0
  • Share of cells above drive strength 1: 0.6829
  • Flop area: 0 um2
  • Area Overhead vs Synth: 222.5%
  • Commonest Layout Cell: xnor2_2

GRT
  • Largest net degree at the start of global routing: 3
  • Initial antenna violation count: 0
  • First-pass GRT wire length: 1352 um
  • Vias in the first global route: 264
  • Total GRT Usage: 0.02661
  • GRT overflow: 0

Power
  • VDD IR max: 0.00006876 V
  • Cell Int Power: 0.1335 mW
  • Pleak: 0.2253 nW
  • Comb pwr share: 1.000
  • Total Power: 0.1949 mW
  • Sequential share of power: 0
  • Switching share of power: 0.3150
  • Clock power share: 0
  • P per Cell Area: 374.5 mW/mm2
  • Sw Pwr: 0.06139 mW

Synthesis
  • Gate Count Post-Synth: 21
  • Synth Seq Share: 0
  • Yosys Warn Count: 0
  • Syn avg cell area: 7.686 um2
  • Cells in synth_stat.txt: 21
  • Post-synth cell types: 6
  • Chip Area, Yosys: 161.4 um2
  • Post-Syn Area: 161.4 um2

Routing
  • Drt via density: 2.506
  • Total wire length: 827 um
  • Vias: 218
  • DRT iter0 DRCs: 6
  • DR pass1 iterations: 3
  • Antenna Nets Post-Route: 0
  • Antenna Cells: 0
  • Wire per inst: 9.506 um
  • DR DRC count: 0

Placement
  • I/O Buffers: 19
  • Gpl congestion: 0.7159
  • DP Area: 401.6 um2
  • Worst slack, placed: -868.9 ps

Critical path
  • Slowest cell delay on critical path: 150 ps
  • CP endpoint kind: primary output
  • Worst Path Arrival: 1010 ps
  • Critical Path Fanout Max: 2
  • Critical Path Sink: IF_ID_WriteEnable_out
  • Crit path cell chain: buf_8 -> xnor2_2 -> nand4_1 -> nand2_1 -> buf_4 -> a22oi_2 -> buf_2
  • CP Launch Type: primary input
  • CP max-delay cell: a22oi_2
  • Crit path from: IF_ID_Rt_in[0]
  • WP data required: 880 ps
  • Worst path depth: 7
  • Bufs and invs on worst path: 3
  • CP Class: in -> out
  • CP delay by family, top: buffers and inverters

Clock network
  • Cts hold-fix bufs: 0

Worst hold path
  • Hold Path Class: in -> out
-- metrics by stage --
step             util  std cells
2_1_floorplan       -         21
3_3_place_gp   0.1176         85
3_5_place_dp   0.1176         85
4_1_cts        0.1447         87
5_1_grt        0.1524         87
6_report       0.1524         87
-- cells by family (layout without fill, tap and decap cells) --
kind of cell           Yosys count  after routing  share of synthesized area
AND-OR/OR-AND                    2              2                     0.1008
XOR/XNOR                        12             12                     0.6512
buffers and inverters            1             21                    0.04653
AND/OR/NAND/NOR                  6              6                     0.2015
-- metal layers --
metal	vias up	global-route usage	wire length, um
li1	116	-	-
met5	-	0	0
met1	90	0.03249	333
met3	0	0.01705	145
met4	0	0	0
met2	12	0.04093	348
-- power by group through the flow --
| stage | logic (mW) | clock network, mW | registers [mW] |
|---|---|---|---|
| 4_1_cts | 0.185 | 0 | 0 |
| 5_1_grt | 0.211 | 0 | 0 |
| 6_report | 0.195 | 0 | 0 |
-- synth_stat cells --
| cell | number | share of area |
|---|---|---|
| nand4_1 | 4 | 0.16 |
| buf_4 | 1 | 0.047 |
| xnor2_1 | 12 | 0.65 |
| a22o_1 | 1 | 0.054 |
| a22oi_1 | 1 | 0.047 |
| nand2_1 | 2 | 0.047 |
-- worst min path at each step --
stage / start / endpoint / slack [ps] / cells past startpoint
CTS: EXMEM_RegWrite_in / PC_Write_Enable_out / 850 / 3
global route: EXMEM_RegWrite_in / IF_ID_WriteEnable_out / 870 / 3
finish: EXMEM_RegWrite_in / PC_Write_Enable_out / 850 / 3
-- tightest hold or removal path: stages --
cell,delay [ps]
dlygate4sd2_1,230
a22oi_2,70
buf_2,110
-- layout make-up --
cell class / count / area [um2]
timing repair buffer: 21 / 229.0
fill: 387 / 2895
multi-input combinational: 20 / 234.0
tap: 46 / 57.56
-- what timing repair did --
action	CTS	global route
setup endpoints to repair	3	3
setup buffers	4	0
endpoints found under the hold margin	0	0
pin swaps	18	2
gates resized	97	5
No activity file was given, so power comes from the tool's default toggle rates.
